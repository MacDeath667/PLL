==> /design/flow/design.v <==
module KGB32
(
	input wire reset_i,
	input wire clk_i,
	input wire increment_i,
	input wire decrement_i,
	input wire [6:0] initialValue_i,
	output wire triggeredMax_o,
	output wire triggeredMin_o
);
	reg [6:0] maxValue;
	assign maxValue = 7'd32;
	reg [6:0] minValue;
	assign minValue = ~maxValue + 7'd1;
	wire loadNewValue;
	wire [6:0] counter;
	assign triggeredMax_o = (counter == maxValue);
	assign triggeredMin_o = (counter == minValue);
	assign loadNewValue = triggeredMax_o || triggeredMin_o;
	ReversiveCounter
	#(.WIDTH(7))
	reversiveCounter
	(
		.reset_i(reset_i),
		.clk_i(clk_i),
		.increment_i(increment_i),
		.decrement_i(decrement_i),
		.loadNewValue_i(loadNewValue),
		.loadingValue_i(initialValue_i),
		.value_o(counter)
	);
endmodule
module KGB8
(
	input wire reset_i,
	input wire clk_i,
	input wire increment_i,
	input wire decrement_i,
	input wire [4:0] initialValue_i,
	output wire triggeredMax_o,
	output wire triggeredMin_o
);
	reg [4:0] maxValue;
	assign maxValue = 5'd8;
	reg [4:0] minValue;
	assign minValue = ~maxValue + 5'd1;
	wire loadNewValue;
	wire [4:0] counter;
	assign triggeredMax_o = (counter == maxValue);
	assign triggeredMin_o = (counter == minValue);
	assign loadNewValue = triggeredMax_o || triggeredMin_o;
	ReversiveCounter
	#(.WIDTH(5))
	reversiveCounter
	(
		.reset_i(reset_i),
		.clk_i(clk_i),
		.increment_i(increment_i),
		.decrement_i(decrement_i),
		.loadNewValue_i(loadNewValue),
		.loadingValue_i(initialValue_i),
		.value_o(counter)
	);
endmodule
module LoopFilter
(
	input wire reset_i,
	input wire clk_i,
	input wire forwarding_i,
	input wire slowing_i,
	output reg positiveShift_o,
	output reg negativeShift_o
);
	wire resetValueIncrement;
	wire resetValueDecrement;
	wire [7:0] resetValue;
	KGB32 kgbM
	(
		.reset_i(reset_i),
		.clk_i(clk_i),
		.increment_i(forwarding_i),
		.decrement_i(slowing_i),
		.initialValue_i('0),
		.triggeredMax_o(resetValueIncrement),
		.triggeredMin_o(resetValueDecrement)
	);
	ReversiveCounter resetCounter
	(
		.reset_i(reset_i),
		.clk_i(clk_i),
		.increment_i(resetValueIncrement && (resetValue != 8)),
		.decrement_i(resetValueDecrement && (resetValue != 8'hF8)),
		.loadNewValue_i('0),
		.loadingValue_i('0),
		.value_o(resetValue)
	);
	KGB8 kgbN
	(
		.reset_i(reset_i),
		.clk_i(clk_i),
		.increment_i(forwarding_i),
		.decrement_i(slowing_i),
		.initialValue_i(resetValue),
		.triggeredMax_o(positiveShift_o),
		.triggeredMin_o(negativeShift_o)
	);
endmodule
module ReversiveCounter 
#(
	parameter WIDTH = 8
)
(
	input wire reset_i,
	input wire clk_i,
	input wire increment_i,
	input wire decrement_i,
	input wire loadNewValue_i,
	input wire [WIDTH - 1:0] loadingValue_i,
	output wire [WIDTH - 1:0] value_o
);
	reg [WIDTH - 1:0] value;
	wire [WIDTH - 1:0] incValue;
	assign incValue = 1;
	wire [WIDTH - 1:0] decValue;
	assign decValue = '1;
	assign value_o = value;
	always_ff @(posedge clk_i or negedge reset_i)
	begin
		if (!reset_i)
			value <= '0;
		else if (clk_i)
		begin
			if (loadNewValue_i)
				value <= loadingValue_i;
			else if (increment_i && !decrement_i)
				value <= value + incValue;
			else if (!increment_i && decrement_i)
				value <= value + decValue;
		end
	end
endmodule
==> /design/flow/run.sh <==
#!/bin/bash
# OpenROAD 26Q1-2900-gdf79404cd8, Yosys 0.63+post, stock flow scripts
make -C /OpenROAD-flow-scripts/flow DESIGN_CONFIG=/design/flow/config.mk WORK_HOME=/design/flow/orfs finish
==> /design/flow/config.mk <==
export PLATFORM = sky130hd
export DESIGN_NAME = LoopFilter
export DESIGN_NICKNAME = LoopFilter
export VERILOG_FILES = /design/flow/design.v
export SDC_FILE = /design/flow/constraint.sdc
export NUM_CORES = 4
export LEC_CHECK = 1
export CORE_AREA = 10 10 99 99
export DIE_AREA = 0 0 109 109
==> /design/flow/constraint.sdc <==
current_design LoopFilter

set clk_period 4.9
set clk_io_pct 0.2

create_clock -name clk0 -period $clk_period [get_ports {clk_i}]

set non_clock_inputs [all_inputs -no_clocks]
set_input_delay [expr $clk_period * $clk_io_pct] -clock clk0 $non_clock_inputs
set_output_delay [expr $clk_period * $clk_io_pct] -clock clk0 [all_outputs]
==> out/qor.yml <==
post_synth.cell_area_avg_um2: 8.989
cpPeakStageDelay_ns: 0.46
netSwitchingFraction_pct: 42.27
io_buffer_count: 5
timing.critical_path.cells: "clkdlybuf4s50_1 -> ha_1 -> inv_1 -> ha_1 -> o21ai_0 -> a211oi_1 -> a211oi_1 -> xor2_1 -> nor2_1"
power_frac_comb_pct: 55.9
final_setup_fails: 0
flow.area_growth_from_synthesis_pct: 11.74
maxCapViolCount: 0
numSynthFlops: 20
final_min_period_over_clock_period_pct: 66.72
finalWorstSetupSlack_ns: 1.631
clock_sinks: 20
mappedNetlistArea_um2: 1609
crit_path_start: "forwarding_i"
grt_setup_unrepaired: "false"
period_needed_ns: 3.269
cts_resized: 0
post_route_cells_drive_above_1_share_pct: 6.593
cts_root_buffer: "clkbuf_8"
grt_util_all_layers_pct: 5.127
cts_tree: "yes"
timing.critical_path.max_delay_family: "adder cells"
grt_pass1_vias: 1158
total_cell_area_reported_by_yosys_after_synthesis_um2: 1609
cp.buffers_inverters: 2
routed-via-count: 1243
number_of_top_level_design_ports: 6
route.final.wire_length_mm: 2.956
number_of_nets_with_antenna_violations_after_routing: 0
critical_path_startpoint_category: "primary input"
chip_area_um2: 11880
power.leakage_nw: 0.7607
synth-warning-count: 8
synth-edff-count: 0
timing.hold.ws_ns: 0.4948
clock_path_buffers: 2
ir_drop_v: 0.0001428
core-area_um2: 7727
netSwitchingPower_w: 0.0004439
drv_slew: 0
dp_slack_ns: 1.391
hp-class: "reg -> reg"
antenna_cells: 0
fmaxAchievable_ghz: 0.3059
mi_logic_area_um2: 1023
cts-htree-levels: 1
synth-seq-area-share_pct: 31.10
dp_hpwl_mm: 2.217
fin_tns_setup_ns: 0
r2r-start: "kgbM.reversiveCounter.value[0]"
post_drt_wl_per_cell_um: 10.41
final_cell_mix: "nand2_1, dfrtp_1, ha_1"
critical_path_peak_fanout: 11
die_h_um: 109
layout.area.seq_um2: 500.5
initial_drc_count: 31
worst-slew-pin-transition_ns: 0.8490
grt_pass1_wl_mm: 5.244
postCtsSetupBuffers: 0
clock_power_share_pct: 11.9
tritoncts.num_buffers: 3
fp.dieW_um: 109
status: "complete, no violations"
warning_count: 25
overflow: 0
cts_hold_repair.buffers: 0
nFillCells: 816
async_reset_ff_share_pct: 100.0
pwr-share-seq_pct: 32.2
clock_latency_ns: 0.25
initial_antenna_violation_count: 0
worstSetupPathType: "in -> reg"
postSynth.topFlopCell: "dfrtp_1"
detail_route.first_pass.iterations: 4
required_ns: 5.03
detail_route.drc_violations: 0
ys_cells: 179
floorplanUtilization_pct: 20.82
clk_pin_slew_ns: 0.07
p_int_w: 0.0006061
pin_count_of_the_biggest_net_entering_global_routing: 30
min-delay-start: "resetCounter.value[7]"
synthCells: 179
gp_congestion: 0.8223
critPathCaptureType: "flop"
synth_cell_types: 41
placementRows: 32
cp.arrival_ns: 3.40
power-per-cell-area_nw_per_um2: 584.0
route.detailed.vias_per_inst: 4.377
hold_violations: 0
clock_skew_ns: 0.001358
max_slew_margin_pct: 43.40
critPathSlowestCell: "clkdlybuf4s50_1"
==> final timing paths <==
path                                                   to  slack (ns)  cells past startpoint
setup / recovery           kgbM.reversiveCounter.value[6]        1.63                      9
hold / removal                      resetCounter.value[7]        0.49                      1
setup reg to reg                    resetCounter.value[7]        2.02                     11
hold reg to reg                     resetCounter.value[7]        0.49                      1
max in group asynchronous  kgbN.reversiveCounter.value[1]        3.62                      2
min in group asynchronous  kgbM.reversiveCounter.value[2]        1.07                      2
==> power groups by stage <==
stage | Sequential [W] | Clock [W] | Combinational [W]
4_1_cts | 0.000339 | 0.000130 | 0.000589
5_1_grt | 0.000357 | 0.000136 | 0.000677
6_report | 0.000338 | 0.000125 | 0.000587
==> cells in the mapped netlist (2+ instances only) <==
library cell | n | share of area [%]
xor2_1 | 5 | 2.7
fa_1 | 3 | 3.7
nor3b_1 | 2 | 0.93
xnor2_1 | 6 | 3.3
nor4b_1 | 3 | 1.6
mux2_2 | 2 | 1.4
nor2_1 | 9 | 2.1
a21o_1 | 6 | 2.8
ha_1 | 16 | 12
o31ai_1 | 2 | 0.93
dfrtp_1 | 20 | 31
nand2_1 | 20 | 4.7
a31oi_1 | 2 | 0.78
a21oi_1 | 11 | 3.4
buf_2 | 2 | 0.62
nand4_1 | 2 | 0.78
nand2b_1 | 3 | 1.2
a211oi_1 | 4 | 1.9
nand3b_1 | 2 | 0.93
and4_1 | 2 | 1.1
nor3_1 | 5 | 1.6
nor4_1 | 4 | 1.6
buf_6 | 3 | 2.1
o21ai_0 | 15 | 4.7
inv_1 | 9 | 2.1
nand3_1 | 3 | 0.93
nor2b_1 | 4 | 1.6
==> layer usage <==
layer	routed length (um)	global-route usage [%]
met4	28	0.7533
met3	88	0.3584
met2	1344	8.183
met5	0	0
met1	1494	7.604
==> logic make-up (layout without fill, tap and decap cells) <==
logic type      after synthesis  count (layout)  share of synthesized area [%]
buf+inv                      16              19                          5.287
flops                        20              20                          31.10
simple gates                 66              66                          22.55
xor+xnor                     11              11                          5.987
compound gates               44              44                          16.87
mux                           3               3                          2.022
fa+ha+maj                    19              19                          16.17
==> area by class of cell <==
cell class	count	share of cell area, %
Multi-Input combinational cell	143	56.92
Sequential cell	20	27.84
Tap cell	102	7.098
Timing Repair Buffer	6	3.201
Clock buffer	4	3.062
Inverter	9	1.879
==> per-stage QoR <==
| step | instance area (um^2) | utilization (%) | cells | power [W] |
|---|---|---|---|---|
| finish | 1798 | 23.27 | 284 | 0.001050 |
| global route | 1798 | 23.27 | 284 | 0.001170 |
| CTS | 1798 | 23.27 | 284 | 0.001058 |
| detailed placement | 1743 | 22.56 | 280 | 0.0009273 |
| global placement | 1743 | 22.56 | 280 | 0.0009206 |
| floorplan | 1609 | - | 179 | 0.0008136 |
==> sequential cells by signal, summed over array words and instances, names as in the netlist <==
register	cells
kgbN.reversiveCounter.value	5
resetCounter.value	8
kgbM.reversiveCounter.value	7
==> worst reg2reg max path, delay by kind of cell (launching register included) <==
family	cells	cell delay, ns
buffers and inverters	1	0.22
adder cells (fa/ha/maj)	2	0.56
XOR/XNOR	1	0.15
AND/OR/NAND/NOR	4	0.87
flip-flops	1	0.42
AND-OR/OR-AND	3	0.61
No activity file was given, so power comes from the tool's default toggle rates.
